`/design/flow/config.mk`:
```
export PLATFORM = sky130hd
export DESIGN_NAME = imu_fifo
export DESIGN_NICKNAME = imu_fifo
export VERILOG_FILES = /design/flow/design.v
export SDC_FILE = /design/flow/constraint.sdc
export NUM_CORES = 4
export LEC_CHECK = 1
export CORE_UTILIZATION = 30
```
`/design/flow/constraint.sdc`:
```
current_design imu_fifo

set clk_period 6.7
set clk_io_pct 0.2

create_clock -name clk0 -period $clk_period [get_ports {clk}]

set non_clock_inputs [all_inputs -no_clocks]
set_input_delay [expr $clk_period * $clk_io_pct] -clock clk0 $non_clock_inputs
set_output_delay [expr $clk_period * $clk_io_pct] -clock clk0 [all_outputs]
```
`/design/flow/design.v`:
```
typedef enum logic [1:0] {
    IDLE,
    WAIT_DATA,
    COMPUTE,
    DONE
} fsm_state_t;
module imu_fifo #(
    parameter DATA_WIDTH = 16,
    parameter DEPTH = 16,               
    parameter ADDR_WIDTH = $clog2(DEPTH)
)(
    input  logic                  clk,
    input  logic                  rst_n,
    input  logic [DATA_WIDTH-1:0] data_in,
    input  logic                  valid_in,
    output logic [DATA_WIDTH-1:0] data_out,
    output logic                  ready_out
);
    logic [DATA_WIDTH-1:0] fifo_mem [0:DEPTH-1];
    logic [ADDR_WIDTH-1:0] wr_ptr, rd_ptr;
    logic                  full, empty;
    assign full  = (wr_ptr + 1 == rd_ptr);
    assign empty = (wr_ptr == rd_ptr);
    assign ready_out = !empty;
    always_ff @(posedge clk or negedge rst_n) begin
        if (!rst_n) begin
            rd_ptr <= 0;
            data_out <= '0;
        end else if (!empty) begin
            data_out <= fifo_mem[rd_ptr];
            if (!full && valid_in)
                rd_ptr <= rd_ptr + 1;  
            else if (!valid_in)
                rd_ptr <= rd_ptr + 1;
        end
    end
    always_ff @(posedge clk or negedge rst_n) begin
        if (!rst_n) begin
            wr_ptr <= 0;
        end else if (valid_in && !full) begin
            fifo_mem[wr_ptr] <= data_in;
            wr_ptr <= wr_ptr + 1;
        end
    end
endmodule
```
`/design/flow/run.sh`:
```
#!/bin/bash
# OpenROAD 26Q1-2900-gdf79404cd8, Yosys 0.63+post, stock flow scripts
make -C /OpenROAD-flow-scripts/flow DESIGN_CONFIG=/design/flow/config.mk WORK_HOME=/design/flow/orfs finish
```
==> summary.txt <==
Synthesis and PnR results.

- The flow ran to the end, and the final reports show no timing, DRC or antenna violations.
- The kind of start point of the critical path reads a flop.
- The ratio of total power to cell area reads between 400 and 500 nW/um2.
- TritonCTS built the clock tree.
- According to the floorplan report, the total die area is around 37000 um2.
- The fraction of the cycle the final worst path needs is between 60% and 70%.
- The post-CTS repair timing setup buffer count is 0.
- Counting stages on the worst path, the most repeated cell is sky130_fd_sc_hd__buf_4.
- The share of cells above drive strength 1 is 14.0%.
- Per the final report, max-transition violations number 0.
- The synth_stat.txt file lists the number of cells as approximately 700.
- The number of maximum-capacitance violations is 0.
- Per the synth stats, the flop cell with the highest instance count is sky130_fd_sc_hd__edfxtp_1.
- The DRC violation total after the first TritonRoute iteration reads 550.
- The type recorded for the worst min-delay path is flop to flop.
- The cell with the largest stage delay on the worst path reads sky130_fd_sc_hd__clkdlybuf4s50_1.
- OpenSTA lists the critical path endpoint as ready_out.
- The logic depth of the worst register-to-register path is 9.
- Sequential cells were found to cover between 70% and 80% of the synthesized design area.
- The buffer levels on the longest clock path is 3.
- Looking at area per cell type in the netlist, the leader is sky130_fd_sc_hd__edfxtp_1.
- Per the post-route antenna check, the number of violating nets is 0.
- Along the worst path, the maximum fanout reaches roughly 44.
- After technology mapping, the gate count stands at 680.
- The critical path data required time is roughly 5400 ps.
- The static leakage reads ~0.004 uW.
- The count of port buffers added during placement is 35.
- Traced cell by cell, the critical path runs through buf_4 > xnor2_2 > and4_1 > buf_4 > inv_2 > clkdlybuf4s50_1.
- The simple-gate portion of the synthesized area reads 4.80%.
- The count of yosys warnings during synthesis reads 2.
- CTS built an H-tree with a depth of 1.
- Setup repair after global routing left no endpoint under its margin.
- The global routing usage summed across all routing layers is roughly 16%.
- The global-route wire length before repair is ~43000 um.
- The vertical die dimension is 193 um.
- The initial antenna violation count reads 0.
- The post-DP HPWL reads approximately 16000 um.
- The routed layout has between 6000 and 7000 vias.
- The die is about 190 um wide.
- The final weighted congestion recorded by global placement is between 0.8 and 0.9.
- For the finished layout, the period the worst path requires is approximately 4200 ps.
- The filler cell count in the final layout reads approximately 3300.
- The remaining design rule violation count is 0.
- The post-placement cell count is roughly 1200.
- The count of unique library cells instantiated by Yosys is 65.
- Endpoints failing hold in the final report were tallied at 0.
- The area growth from synthesis to layout reads 16.5%.
- The count of flip-flops with a built-in enable after synthesis reads 256.
- The arrival time of the worst setup path is 2870 ps.
- The placeable core region is approximately 36000 um2.
- On the final layout, the worst clock skew is about 12 ps.
- The registers of the reported paths see a clock transition of around 70 ps.
- After clock tree synthesis, the repair step resized 0 gates.
- In this run the biggest area consumer among cell types represents a little over two thirds of the synthesized area.
- The I/O pin count reads 36.
- The synthesis report gives the async set-or-reset register share as between 8 and 9%.
- Before placement the cells fill between 30% and 40% of the core.
- The average routed wire per standard cell reads about 23 um.
- The count of hold-fix buffers inserted at cts reads 0.
- The flip-flop and latch count after synthesis reads ~280.
- The clock tree root driver cell is sky130_fd_sc_hd__clkbuf_16.
- In this run the worst setup path begins at rd_ptr[3]$_DFFE_PN0P_.
- For this design, the sink count on the clock tree is about 280.
- Looking at the VDD voltage map, the peak drop is 0.000193 V.
- The synthesized-area fraction occupied by adder cells is 0.911%.
- The last timing report of the flow puts the setup violation total at 0.
- The main area contributors are sky130_fd_sc_hd__edfxtp_1, sky130_fd_sc_hd__dfrtp_1, sky130_fd_sc_hd__a22oi_1, sky130_fd_sc_hd__a221oi_1, sky130_fd_sc_hd__a21oi_1.
- The multiplexer area fraction after synthesis reads around 1.9%.
- The timing report gives the worst reg2reg path a setup slack of approximately 3400 ps.
- The insertion delay to the later sink of the worst-skew pair reads 540 ps.
- The classification of the worst setup path reads flop to output port.
- The maximum clock frequency is between 200 and 250 MHz.
- The summed negative setup slack over all endpoints reads 0 ps.
- The area of the multi-input gates is between 2000 and 2500 um2.
- The maximum number of pins on one net before global-route repair reads approximately 47.
- The total grt overflow is 0.
- The count of antenna diodes in the layout is 0.
- TritonCTS created 28 clock buffers.
- Warnings raised by the tools during the run amount to 31.
- The least setup slack across all paths after layout reads 2490 ps.
- The number of global-route vias before repair is 6793.
- Per the post-synthesis stats, the area per cell is roughly 16 um2.
- The main kind of combinational logic by area is AND-OR/OR-AND gates.
- The yosys synthesis chip area reads approximately 11000 um2.
- STA on the placed design reports a worst setup slack of 3060 ps.
- After synthesis the cells add up to roughly 11000 um2.
- The worst setup path is captured at an output port.
- The xor/xnor share of the synthesized area reads 1.11%.
- The per-cell via count in the routed design reads between 5 and 6.
- The length of the first detailed-routing pass in iterations reads 7.
- The critical path's largest stage delay is about 580 ps.
- The sequential cell area is between 8000 and 9000 um2.
- For the pin with the worst max-slew slack, the measured transition is approximately 780 ps.
- The reg-to-reg critical path endpoint is data_out[14]$_DFFE_PN0P_.
- The max-slew check reports its worst relative slack as 47.6%.
- The detailed router reported a total wirelength of roughly 28000 um.
- The final standard cell count with taps included and fillers excluded is roughly 1200.
- The worst hold slack across all endpoints reads 522 ps.
- Row generation in the floorplan step produced 69 rows.
- The share of synthesized cell area in and-or and or-and compound cells is around an eighth.
- In this run the critical register-to-register path is launched from rd_ptr[1]$_DFFE_PN0P_.
==> worst max-delay path, delay by kind of cell, from the launching register on <==
family | cells | cell delay, ps
and+or+nand+nor | 1 | 230
xor gates and xnor gates | 1 | 150
buffers and inverters | 4 | 1600
DFF | 1 | 340
==> power by group <==
group	switching [uW]	internal, uW
Combinational	1250	721
Sequential	121	2090
Clock	631	883
Total	2000	3690
==> per-stage QoR <==
stage	power (uW)	area, um2	util, %
4_1_cts	5720	12800	35.7
3_3_place_gp	4190	11900	33.2
3_5_place_dp	4200	11900	33.2
5_1_grt	5990	12800	35.7
6_report	5690	12800	35.7
2_1_floorplan	3490	11000	-
==> area by class of cell <==
class | count | area share, %
sequential | 280 | 64.8
clock buffer | 41 | 6.09
inverter | 10 | 0.293
tap | 461 | 4.51
timing repair buffer | 60 | 4.17
clock inverter | 11 | 0.899
multi-input combinational | 340 | 19.3
==> kinds of logic after synthesis <==
family | after synthesis
compound gates | 195
xor+xnor | 13
fa+ha+maj | 8
buf+inv | 60
flops | 280
mux | 18
simple gates | 106
==> worst min-delay path by stage <==
stage | from | to | cells past startpoint
CTS | data_out[10]$_DFFE_PN0P_ | data_out[10]$_DFFE_PN0P_ | 2
global route | data_out[10]$_DFFE_PN0P_ | data_out[10]$_DFFE_PN0P_ | 2
finish | data_out[10]$_DFFE_PN0P_ | data_out[10]$_DFFE_PN0P_ | 2
==> cell usage after synthesis, types with 11 or more instances <==
cell type,number
sky130_fd_sc_hd__a221oi_1,23
sky130_fd_sc_hd__a21oi_1,30
sky130_fd_sc_hd__dfrtp_1,24
sky130_fd_sc_hd__nor2_1,22
sky130_fd_sc_hd__o21ai_0,25
sky130_fd_sc_hd__a22oi_1,36
sky130_fd_sc_hd__nand3_1,14
sky130_fd_sc_hd__buf_2,28
sky130_fd_sc_hd__nand2_1,32
sky130_fd_sc_hd__edfxtp_1,256
sky130_fd_sc_hd__mux2i_1,11
sky130_fd_sc_hd__nor3_1,12
sky130_fd_sc_hd__a31oi_1,12
==> layer usage <==
layer	vias up	share of wire, %	GRT usage (%)
met5	-	0.22	2.04
met4	2	1.6	2.43
met3	32	16	12.3
met2	381	44	23.3
met1	3146	38	20.5
li1	2837	-	-
==> cell usage in the layout, fill, tap and decap left out, types with 4 or more instances in the layout <==
master / count
sky130_fd_sc_hd__edfxtp_1: 256
sky130_fd_sc_hd__a22oi_1: 36
sky130_fd_sc_hd__clkdlybuf4s50_1: 34
sky130_fd_sc_hd__nand2_1: 32
sky130_fd_sc_hd__a21oi_1: 30
sky130_fd_sc_hd__clkbuf_16: 28
sky130_fd_sc_hd__o21ai_0: 25
sky130_fd_sc_hd__buf_4: 25
sky130_fd_sc_hd__a221oi_1: 23
sky130_fd_sc_hd__dfrtp_1: 22
sky130_fd_sc_hd__nand3_1: 14
sky130_fd_sc_hd__nor2_1: 14
sky130_fd_sc_hd__a31oi_1: 12
sky130_fd_sc_hd__mux2i_1: 11
sky130_fd_sc_hd__xnor2_1: 10
sky130_fd_sc_hd__a222oi_1: 10
sky130_fd_sc_hd__a22o_1: 10
sky130_fd_sc_hd__clkbuf_1: 10
sky130_fd_sc_hd__nor2_2: 8
sky130_fd_sc_hd__nor3_1: 8
sky130_fd_sc_hd__a211oi_1: 8
sky130_fd_sc_hd__inv_1: 7
sky130_fd_sc_hd__clkinv_2: 7
sky130_fd_sc_hd__a311oi_1: 5
sky130_fd_sc_hd__o211ai_1: 5
sky130_fd_sc_hd__nor3_2: 4
sky130_fd_sc_hd__and3_1: 4
sky130_fd_sc_hd__nor3_4: 4
sky130_fd_sc_hd__mux2_2: 4
sky130_fd_sc_hd__or3_1: 4
sky130_fd_sc_hd__ha_1: 4
sky130_fd_sc_hd__ha_2: 4
==> state kept, by name, summed over array words and instances, names as in the netlist <==
| signal | cells |
|---|---|
| rd_ptr | 4 |
| wr_ptr | 4 |
| fifo_mem | 256 |
| data_out | 16 |
No activity file was given, so power comes from the tool's default toggle rates.
