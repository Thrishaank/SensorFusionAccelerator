### flow/run.sh
#!/bin/bash
# OpenROAD 26Q1-2900-gdf79404cd8, Yosys 0.63+post, stock flow scripts
make -C /OpenROAD-flow-scripts/flow DESIGN_CONFIG=/design/flow/config.mk WORK_HOME=/design/flow/orfs finish
### flow/constraint.sdc
current_design fusion_top

set clk_period 1.6
set clk_io_pct 0.2

create_clock -name clk0 -period $clk_period [get_ports {clk}]

set non_clock_inputs [all_inputs -no_clocks]
set_input_delay [expr $clk_period * $clk_io_pct] -clock clk0 $non_clock_inputs
set_output_delay [expr $clk_period * $clk_io_pct] -clock clk0 [all_outputs]
### flow/design.v
typedef enum logic [1:0] {
    IDLE,
    WAIT_DATA,
    COMPUTE,
    DONE
} fsm_state_t;
module fusion_top (
  input  logic         clk,
  input  logic         rst_n,
  input  logic [3:0]   s_axi_awaddr,
  input  logic         s_axi_awvalid,
  output logic         s_axi_awready,
  input  logic [31:0]  s_axi_wdata,
  input  logic [3:0]   s_axi_wstrb,
  input  logic         s_axi_wvalid,
  output logic         s_axi_wready,
  output logic [1:0]   s_axi_bresp,
  output logic         s_axi_bvalid,
  input  logic         s_axi_bready,
  input  logic [3:0]   s_axi_araddr,
  input  logic         s_axi_arvalid,
  output logic         s_axi_arready,
  output logic [31:0]  s_axi_rdata,
  output logic [1:0]   s_axi_rresp,
  output logic         s_axi_rvalid,
  input  logic         s_axi_rready,
  input  logic [15:0]  imu_data,
  input  logic         imu_valid,
  input  logic [15:0]  lidar_data,
  input  logic         lidar_valid,
  output logic [15:0]  kalman_data,
  output logic         kalman_valid
);
  typedef enum logic [3:0] {
    REG_IMU_ENABLE_ADDR   = 4'h0,
    REG_LIDAR_ENABLE_ADDR = 4'h4
  } reg_addr_t;
  logic imu_enable_reg, lidar_enable_reg;
  logic axi_awready_r, axi_wready_r, axi_bvalid_r;
  logic axi_arready_r, axi_rvalid_r;
  logic [31:0] axi_rdata_r;
  logic [1:0] axi_bresp_r, axi_rresp_r;
  assign s_axi_awready = axi_awready_r;
  assign s_axi_wready  = axi_wready_r;
  assign s_axi_bvalid  = axi_bvalid_r;
  assign s_axi_bresp   = axi_bresp_r;
  assign s_axi_arready = axi_arready_r;
  assign s_axi_rvalid  = axi_rvalid_r;
  assign s_axi_rdata   = axi_rdata_r;
  assign s_axi_rresp   = axi_rresp_r;
  always_ff @(posedge clk) begin
    if (!rst_n) begin
      imu_enable_reg   <= 0;
      lidar_enable_reg <= 0;
      axi_awready_r    <= 0;
      axi_wready_r     <= 0;
      axi_bvalid_r     <= 0;
      axi_bresp_r      <= 2'b00;
    end else begin
      axi_awready_r <= s_axi_awvalid && !axi_awready_r;
      axi_wready_r  <= s_axi_wvalid && !axi_wready_r;
      if (axi_awready_r && s_axi_awvalid && axi_wready_r && s_axi_wvalid) begin
        case (s_axi_awaddr)
          REG_IMU_ENABLE_ADDR:   imu_enable_reg   <= s_axi_wdata[0];
          REG_LIDAR_ENABLE_ADDR: lidar_enable_reg <= s_axi_wdata[0];
        endcase
        axi_bvalid_r <= 1;
        axi_bresp_r  <= 2'b00;
      end else if (s_axi_bready) begin
        axi_bvalid_r <= 0;
      end
    end
  end
  always_ff @(posedge clk) begin
    if (!rst_n) begin
      axi_arready_r <= 0;
      axi_rvalid_r  <= 0;
      axi_rdata_r   <= 0;
      axi_rresp_r   <= 2'b00;
    end else begin
      axi_arready_r <= s_axi_arvalid && !axi_arready_r;
      if (axi_arready_r && s_axi_arvalid) begin
        axi_rvalid_r <= 1;
        axi_rresp_r  <= 2'b00;
        case (s_axi_araddr)
          REG_IMU_ENABLE_ADDR:   axi_rdata_r <= imu_enable_reg;
          REG_LIDAR_ENABLE_ADDR: axi_rdata_r <= lidar_enable_reg;
          default:               axi_rdata_r <= 32'hDEADBEEF;
        endcase
      end else if (s_axi_rready) begin
        axi_rvalid_r <= 0;
      end
    end
  end
  logic [15:0] kalman_out;
  logic        kalman_out_valid;
  assign kalman_data  = kalman_out;
  assign kalman_valid = kalman_out_valid;
endmodule
### flow/config.mk
export PLATFORM = sky130hd
export DESIGN_NAME = fusion_top
export DESIGN_NICKNAME = fusion_top
export VERILOG_FILES = /design/flow/design.v
export SDC_FILE = /design/flow/constraint.sdc
export NUM_CORES = 4
export LEC_CHECK = 1
export CORE_AREA = 10 10 70 70
export DIE_AREA = 0 0 80 80
==> results.tsv <==
stage	metric	value	unit
run_status	run_status	completed	
timing	setup_tns	0	ns
layout	largest-register	axi_rdata_r	
setup_path	r2r_end	axi_rdata_r[0]	
drt	via_per_inst	3.29	
synthesis	ys_warn_count	18	
timing	fin_crit	1.55	ns
placement	portBuffers	44	
flow_run	cap_violations	0	
clock_network	cts_root_buf	clkbuf_4	
synthesis	seq_area_frac_synth	24.1	%
clock_network	cts_buffers	3	
setup_path	path_max_fanout	6	
layout	final_common_cell	clkdlybuf4s50_1	
power_and_ir_drop	power_density	521	nW/um2
setup_path	r2r_slack	0.60	ns
synthesis	avgSynthCellArea	8.21	um2
drt	route.vias.total	540	
setup_path	crit_slowest_cell	clkdlybuf4s50_1	
power_and_ir_drop	internal-power	432	uW
drt	drt-initial-drc-count	5	
synthesis	ys_types	19	
floorplanning	die_area	6400	um2
layout	final_cell_mix	44 x clkdlybuf4s50_1, 29 x conb_1, 9 x nand2_1	
placement	gp_congestion	0.691	
setup_path	worstPathRequired	1.28	ns
global_routing	gr-usage-all-layers	4.90	%
synthesis	ys_cells	91	
hold_path	hp-class	flip-flop to flip-flop	
setup_path	start_kind	flip-flop	
timing	finalHoldViolations	0	
placement	dp.final_hpwl	1640	um
synthesis	syn_area	747	um2
drt	drt-total-wl	1940	um
setup_path	worst_r2r_path_depth	3	
clock_network	hold_buffers	0	
floorplanning	core	3420	um2
setup_path	crit_chain	clkbuf_16, clkdlybuf4s50_1	
synthesis	ys_ff	9	
synthesis	yosys_area	747	um2
clock_network	cts_tree	built	
synthesis	synth_cells	91	
floorplanning	io_pins	143	
floorplanning	num_rows	21	
global_routing	grt_pass1_wl	2610	um
layout	final_cell_count_no_fill	164	
clock_network	cts.path.max_buffers	2	
layout	drive_gt1_share	7.63	%
placement	place_area	982	um2
setup_path	r2r_start	axi_arready_r	
power_and_ir_drop	ir_worst_vdd	0.259	mV
setup_path	max_stage_delay	0.46	ns
power_and_ir_drop	power.switching	115	uW
power_and_ir_drop	fin_total_pwr	546	uW
global_routing	grt_max_degree	25	
timing	final_max_slew_viol_count	0	
drt	drtPass1Iterations	4	
hold_path	worstHoldStart	axi_wready_r	
timing	skew	0.00458	ns
drt	detail_route.wl_per_cell	11.8	um
global_routing	antenna_found_initial	0	
hold_path	min_to	axi_wready_r	
setup_path	path_class	flip-flop to output pin	
placement	placed_cells	158	
layout	final_area	1050	um2
global_routing	grt_pass1_vias	569	
setup_path	worstPathArrival	1.23	ns
timing	setup_viol	0	
power_and_ir_drop	leakage	0.434	nW
power_and_ir_drop	power_frac_comb	25.4	%
timing	max_freq	0.644	GHz
clock_network	cts.sinks	9	
global_routing	overflow	0	
power_and_ir_drop	clock_power_share	31.1	%
drt	drc	0	
clock_network	htreeDepth	1	
layout	area_delta_synth_final	40.4	%
timing	whs	0.425	ns
clock_network	postCtsSetupBuffers	0	
hold_path	min_path_cells	1	
floorplanning	fp_util	21.9	%
power_and_ir_drop	switching_share	21.0	%
floorplanning	die_y	80	um
drt	ant_nets	0	
layout	largest_reg_flops	2	
flow_run	warning_count	94	
setup_path	crit_path_start	axi_rdata_r[30]	
power_and_ir_drop	seq_power_share	43.5	%
clock_network	clk_latency	0.25	ns
clock_network	clk_transition_reported_paths	0.06	ns
floorplanning	die_w	80	um
setup_path	cp-end-kind	output pin	
timing	period_used_share	97.0	%
drt	n_antenna_cell	0	
[Yosys cell counts]
master | n | share of area, %
conb_1 | 1 | 0.50
dfxtp_1 | 9 | 24
nand2b_1 | 2 | 1.7
nor4b_2 | 1 | 2.0
nor2_1 | 4 | 2.0
buf_4 | 51 | 51
and4_1 | 1 | 1.2
mux2i_1 | 2 | 2.7
o21ai_0 | 2 | 1.3
nor2b_1 | 1 | 0.84
nand3b_1 | 1 | 1.0
nand2_1 | 9 | 4.5
nor4_2 | 1 | 1.7
and2_1 | 1 | 0.84
nor4_1 | 1 | 0.84
a21boi_0 | 1 | 1.0
o21a_1 | 1 | 1.0
a31oi_1 | 1 | 0.84
buf_2 | 1 | 0.67
[kinds of logic (layout without fill, tap and decap cells)]
logic type	after synthesis	in the layout	share of synthesized area, %
and+or+nand+nor	22	22	16.6
DFF	9	9	24.1
AOI/OAI and AO/OA	5	5	4.19
muxes	2	2	2.68
buffers and inverters	52	51	51.9
other	1	29	0.502
[worst max path at each step]
stage / to / depth (start not counted)
CTS: s_axi_rdata[30] / 2
global route: s_axi_rdata[23] / 2
finish: s_axi_rdata[28] / 2
[per-layer routing]
layer / track usage (%) / part of all wire, % / vias up
met5: 0 / 0 / -
met1: 4.97 / 36 / 230
li1: - / - / 267
met3: 3.07 / 15 / 2
met2: 8.43 / 47 / 41
met4: 0.880 / 1.2 / 0
[critical path: cells and delay by family (launching register included)]
family,cells,cell delay [ns]
flops,1,0.38
buf+inv,2,0.60
[per-stage QoR]
step           utilization, %  setup slack (ns)
2_1_floorplan               -             0.461
3_5_place_dp             28.8             0.155
4_1_cts                  29.5            0.0241
5_1_grt                  30.7          -0.00801
6_report                 30.7            0.0478
3_3_place_gp             28.8             0.180
[cell type report]
cell class                 instances  area [um2]
sequential                         9         184
tap                               46        57.6
timing repair buffer              47         497
multi-input combinational         58         284
fill                             346        2370
clock buffer                       4        26.3
[power by group through the flow]
| stage | sequential (mW) | clock, mW | combinational (mW) |
|---|---|---|---|
| after CTS | 0.237 | 0.177 | 0.136 |
| after global routing | 0.239 | 0.197 | 0.154 |
| final | 0.238 | 0.170 | 0.139 |
[repair_timing]
item                                    in CTS  in global routing
resized                                      0                  2
hold endpoints to repair                     0                  0
endpoints found under the setup margin       0                 19
Power figures rest on the tool's default switching activity, not on a simulated workload.
