==> design/flow/design.v <==
typedef enum logic [1:0] {
    IDLE,
    WAIT_DATA,
    COMPUTE,
    DONE
} fsm_state_t;
module imu_seq #(
    parameter DATA_WIDTH = 16,
    parameter SEQ_LEN = 16
)(
    input  logic                  clk,
    input  logic                  rst_n,
    input  logic                  enable,
    output logic [DATA_WIDTH-1:0] imu_data,
    output logic                  valid
);
    logic [$clog2(SEQ_LEN)-1:0] idx;
    always_ff @(posedge clk or negedge rst_n) begin
        if (!rst_n) begin
            idx    <= 0;
            valid  <= 0;
            imu_data <= 0;
        end else if (enable) begin
            if (idx < SEQ_LEN) begin
                imu_data <= 16'd100 + idx * 2;  
                valid     <= 1;
                idx       <= idx + 1;
            end else begin
                valid <= 0;
            end
        end else begin
            valid <= 0;
        end
    end
endmodule
==> design/flow/run.sh <==
#!/bin/bash
# OpenROAD 26Q1-2900-gdf79404cd8, Yosys 0.63+post, stock flow scripts
make -C /OpenROAD-flow-scripts/flow DESIGN_CONFIG=/design/flow/config.mk WORK_HOME=/design/flow/orfs finish
==> design/flow/config.mk <==
export PLATFORM = sky130hd
export DESIGN_NAME = imu_seq
export DESIGN_NICKNAME = imu_seq
export VERILOG_FILES = /design/flow/design.v
export SDC_FILE = /design/flow/constraint.sdc
export NUM_CORES = 4
export LEC_CHECK = 1
export CORE_AREA = 10 10 74 74
export DIE_AREA = 0 0 84 84
==> design/flow/constraint.sdc <==
current_design imu_seq

set clk_period 1.2
set clk_io_pct 0.2

create_clock -name clk0 -period $clk_period [get_ports {clk}]

set non_clock_inputs [all_inputs -no_clocks]
set_input_delay [expr $clk_period * $clk_io_pct] -clock clk0 $non_clock_inputs
set_output_delay [expr $clk_period * $clk_io_pct] -clock clk0 [all_outputs]
==> flow_metrics.py <==
# Flow results
metrics = {
    "run_status": {
        "status": "complete, no violations",
    },
    "logic_synthesis": {
        "yosysCellCount": 43,
        "synth.avg_cell_area_um2": 13.1,
        "yosysWarnings": 1,
        "edf_count": 0,
        "topCellsByArea": "dfrtp_1, buf_4, ha_1, mux2_4, mux2_2",
        "postSynthSeqShare_pct": 53.3,
        "yosys-stat-area_um2": 563,
        "netlist_area_um2": 563,
        "flop_cell": "dfrtp_1",
        "yosys.area.top_type": "dfrtp_1",
        "async_flop_share_pct": 100,
        "synth_cell_types": 16,
        "yosys.area.top_type_share_pct": 53.3,
        "synthCells": 43,
        "ys_ff": 12,
    },
    "grt": {
        "track_usage_pct": 3.31,
        "grt_pass1_vias": 409,
        "grt_max_degree": 13,
        "overflow": 0,
        "grt_pass1_wl_um": 1950,
        "antenna_found_initial": 0,
    },
    "floorplan": {
        "core_area_um2": 3970,
        "die_x_um": 84,
        "dieArea_um2": 7060,
        "fp.dieH_um": 84,
        "rows": 23,
        "fp_util_pct": 14.2,
        "io_pins": 20,
    },
    "power": {
        "sw_frac_of_total_pct": 27.1,
        "p_sw_mw": 0.526,
        "power_leakage_nw": 0.406,
        "seqPwrFrac_pct": 36.7,
        "pwr-share-comb_pct": 40.7,
        "p_int_mw": 1.42,
        "vdd_drop_max_mv": 0.489,
        "p_clk_share_pct": 22.6,
        "power_density_nw_per_um2": 2270,
    },
    "worst_hold_path": {
        "hold_path.class": "primary input to asynchronous set/reset pin",
    },
    "run": {
        "drv_cap": 0,
        "tool_warnings": 26,
    },
    "drt": {
        "avgRoutedWirePerCell_um": 9.77,
        "finalWirelength_um": 1160,
        "drt-initial-drc-count": 23,
        "drtAntennaViolNets": 0,
        "dr_total_vias": 366,
        "viasPerCell": 3.08,
        "diodes": 0,
        "drc": 0,
        "dr.pass1.iters": 3,
    },
    "sta": {
        "fmax_ghz": 0.856,
        "finClkSkew_ns": 0.000506,
        "hold_viol": 0,
        "post-route-min-period_ns": 1.17,
        "whs_ns": 0.309,
        "tns_ns": 0,
        "slew_violations": 0,
        "finalCritPeriodShare_pct": 97.3,
        "worst_slack_ns": 0.0323,
        "setup_viol": 0,
        "rsz0062_at_grt": "yes",
    },
    "clocking": {
        "cts_buffers": 3,
        "cts-root-buf": "clkbuf_8",
        "cts.sinks": 12,
        "cts_tree": "done",
        "clk_latency_ns": 0.24,
        "clk_pin_slew_ns": 0.05,
        "htree_levels": 1,
        "cts_buffer_depth": 2,
    },
    "critical_path": {
        "critPathMaxFanout": 3,
        "crit_arrival_ns": 1.29,
        "critPathKind": "flop to flop",
        "cp-end-kind": "flop",
        "cp_cell_sequence": "ha_4, ha_4, mux2_4",
        "reg2reg_depth": 3,
        "worst-path-buf-inv": 0,
        "crit_family": "flip-flops",
        "r2r_slack_ns": 0.03,
        "cp_slowest_cell": "dfrtp_1",
        "rr_startpoint": "idx[1]",
        "cp_slowest_stage_delay_ns": 0.42,
        "path_common_cell": "ha_4",
        "reg2reg_to": "imu_data[4]",
        "required_ns": 1.32,
        "cp-start-kind": "flop",
    },
    "placement": {
        "hpwl_um": 895,
        "gp_congestion": 0.713,
        "io_buffers": 10,
        "dp_slack_ns": -0.164,
    },
    "layout": {
        "synthToLayoutAreaGrowth_pct": 52.0,
        "drive_gt1_share_pct": 36.2,
        "fillers": 434,
    },
}
## synthesized netlist by cell type (all sizes together) (2+ instances only)
library cell   n
inv            3
xnor2          2
mux2i          2
buf           10
ha             3
dfrtp         12
mux2           4
## how the worst max path moves through the flow
stage / from / to / cells past startpoint
final: idx[1] / imu_data[4] / 3
after global routing: idx[1] / imu_data[4] / 3
after CTS: idx[1] / imu_data[4] / 3
## placed cells by master, fill, tap and decap left out, types with 2 or more instances in the layout
master	n
buf_4	14
clkbuf_8	4
clkdlybuf4s50_1	2
conb_1	9
dfrtp_1	12
dlygate4sd2_1	8
ha_4	2
inv_1	3
mux2_4	3
mux2i_1	2
xnor2_1	2
## power groups by stage
stage | sequential [mW] | combinational (mW) | clock (mW)
after global routing | 0.736 | 0.873 | 0.477
final | 0.713 | 0.791 | 0.440
after CTS | 0.700 | 0.760 | 0.446
## sequential cells by signal, indices dropped and copies added (netlist names)
register  flops
imu_data      7
idx           4
valid         1
## kinds of logic after synthesis
logic type	after synthesis	synth area share, %
AND-OR/OR-AND	2	2.22
XOR/XNOR	3	4.67
adder cells (fa/ha/maj)	3	6.67
buffers and inverters	13	16.0
flip-flops	12	53.3
multiplexers	6	12.9
other	1	0.666
AND/OR/NAND/NOR	3	3.56
## worst reg2reg max path, stage by stage (launching register included)
cell	delay, ns
dfrtp_1	0.42
ha_4	0.19
ha_4	0.20
mux2_4	0.25
## metal layers
metal | wire length (um) | up-vias | global-route usage (%)
met3 | 66 | 4 | 1.48
met5 | 0 | - | 0
met1 | 576 | 176 | 4.38
li1 | - | 173 | -
met4 | 20 | 0 | 0.761
met2 | 499 | 13 | 4.81
## timing repair
action,4_1_cts,5_1_grt
endpoints found under the setup margin,8,1
gates resized,8,1
hold buffers,0,0
pin swaps,0,1
setup buffers,5,1
## through the flow
stage	instance area, um2	utilization (%)	instances	power [mW]
after floorplan	612	-	51	1.03
final	856	21.6	119	1.94
after global routing	856	21.6	119	2.09
after global placement	756	19.0	109	1.43
after detailed placement	756	19.0	109	1.44
after CTS	838	21.1	118	1.91
## area by class of cell
cell class | count | area [um2] | share of cell area (%)
repair buffers | 24 | 195 | 22.8
clock buffers | 4 | 55.1 | 6.43
flip-flops and latches | 12 | 300 | 35.1
multi-input cells | 26 | 231 | 27.0
inverters | 3 | 11.3 | 1.32
well taps | 50 | 62.6 | 7.31
Power and IR drop assume default switching activity.
